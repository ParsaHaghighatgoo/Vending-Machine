File: design/flow/design.v
`timescale 1ns / 1ps
module sevensegmentdisplay(
	input clock,
	input [3:0]printnumber,
	output reg[6:0]sevensegment
    );
always @(posedge clock) begin
	case (printnumber)
	 4'b0000: sevensegment = 7'b0111111;  
    4'b0001: sevensegment = 7'b0000110;  
    4'b0010: sevensegment = 7'b1011011;  
    4'b0011: sevensegment = 7'b1001111;  
    4'b0100: sevensegment = 7'b1100110;  
    4'b0101: sevensegment = 7'b1101101;  
    4'b0110: sevensegment = 7'b1111101;  
    4'b0111: sevensegment = 7'b0000111;  
    4'b1000: sevensegment = 7'b1111111;  
    4'b1001: sevensegment = 7'b1100111;  
    4'b1010: sevensegment = 7'b1110111;  
    4'b1011: sevensegment = 7'b1111100;  
    4'b1100: sevensegment = 7'b0111001;  
    4'b1101: sevensegment = 7'b1011110;  
    4'b1110: sevensegment = 7'b1111001;  
    4'b1111: sevensegment = 7'b1110001;  
    default: sevensegment = 7'b0000000;  
	endcase
end
endmodule
File: design/flow/constraint.sdc
current_design sevensegmentdisplay

set clk_period 1.1
set clk_io_pct 0.2

create_clock -name clk0 -period $clk_period [get_ports {clock}]

set non_clock_inputs [all_inputs -no_clocks]
set_input_delay [expr $clk_period * $clk_io_pct] -clock clk0 $non_clock_inputs
set_output_delay [expr $clk_period * $clk_io_pct] -clock clk0 [all_outputs]
File: design/flow/run.sh
#!/bin/bash
# OpenROAD 26Q1-2900-gdf79404cd8, Yosys 0.63+post, stock flow scripts
make -C /OpenROAD-flow-scripts/flow DESIGN_CONFIG=/design/flow/config.mk WORK_HOME=/design/flow/orfs finish
File: design/flow/config.mk
export PLATFORM = sky130hd
export DESIGN_NAME = sevensegmentdisplay
export DESIGN_NICKNAME = sevensegmentdisplay
export VERILOG_FILES = /design/flow/design.v
export SDC_FILE = /design/flow/constraint.sdc
export NUM_CORES = 4
export LEC_CHECK = 1
export CORE_AREA = 10 10 70 70
export DIE_AREA = 0 0 80 80
==> summary.txt <==
run results: setup violators final 0, proportion of layout cells with a drive suffix above 1 28.4%, Setup Slack @ Placement -0.501 ns, Avg Inst Size Synth 9.12 um2, crit path DRT 0.88 ns, global-route wire length before repair 1.55 mm, WS Path Type flop to output port, comb area leader adder cells, Hold Path Sink sevensegment[2]$_DFF_P_, min-delay src printnumber[3], maxcap violations 0, final global-route overflow total 0, IO Port Bufs 11, synthesis area per yosys 438 um2, Max Clk Rate 1.02 GHz, PwrDens 971 nW/um2, Synth Cell Area 438 um2, switching pwr 153 uW, DIE AREA 6400 um2, most frequent cells in the layout dlygate4sd2_1, dfxtp_1, a21oi_1, buf_4, sequential area share after synthesis 32.0%, Post-DP Area 631 um2, Ports 12, final period utilization 89.1%, share of power burned in registers 43.0%, Crit path max-delay family flip-flops, DRC Markers 0, Die Span X 80 um, Area Growth Syn to Fin 54.3%, Num CTS Buffers 3, Fin. Hold Viols 0, Detailed Place HPWL 760 um, CTS tree yes, Routability Congestion 0.750, clock sink count 7, synth warn 1, minimum clock period 0.980 ns, CTS clock-pin slew for the worst setup and hold paths 0.05 ns, switch share 23.3%, Post-Syn Instances 48, Hold Slack 0.457 ns, setup TNS 0 ns, n_diodes 0, xor/xnor share 0%, All-Layer GR Usage 2.88%, Finished Core Util 19.8%, Simple Share, Synth 14.9%, mux share 2.29%, Vias/cell 3.12, status complete, no violations, number of flip-flops in the largest register 7, DRT Pass-1 Iters 2, H-tree depth 1, wire length per cell 8.20 um, post-CTS sizing 15, total wire length 927 um, # Post-CTS Setup Buffers 0, RSZ-0062 raised after global routing false, final worst setup slack 0.120 ns, hold buffer count at CTS 0, die height 80 um, vias in the first global route 338, Pint 503 uW, 1st-iter DRT viols 14, slew margin rel. 86.1%, initial antenna violation count 0, Root Driver clkbuf_4, Gate power share 23.9%, actual slew at the worst max-slew pin 0.208 ns, Hold Crit Depth 3, number of core rows 21, CP arrival 0.76 ns, # Cells Yosys 48, Yosys cell types 18, critical path's slowest cell dfxtp_1, via count 352, crit-path max cell delay 0.29 ns, Worst Hold Class input port to flop, dominant logic cell type in the layout dlygate4sd2_1, fp util 12.8%, clock power share 33.1%, cell area after layout 676 um2, crit-path max FO 1, largest net degree at the start of global routing 12, clock buffer depth 2, adder share 20.0%, tool warnings 31, Final ANT Viol Nets 0, CP cell instances dlygate4sd2_1, Compound Share, Synth 19.4%, maximum vdd drop 0.186 mV, ys flops 7, fin. max-slew vios 0, CP Launch Type flop, CP bufs+invs 1, Core ar. 3420 um2, leakage 0.294 nW, Crit. End Element output port
==> worst min-delay path, stage by stage <==
cell	delay, ns
dlymetal6s2s_1	0.17
buf_6	0.17
a31oi_1	0.08
==> power by group through the flow <==
| stage | clock, mW | combinational, mW | sequential (mW) |
|---|---|---|---|
| CTS | 0.229 | 0.158 | 0.282 |
| global route | 0.257 | 0.178 | 0.284 |
| finish | 0.217 | 0.157 | 0.282 |
==> how the worst max path moves through the flow <==
stage                 slack [ns]  cells after the start               startpoint                 endpoint
after CTS                   0.01                      4           printnumber[3]  sevensegment[1]$_DFF_P_
after global routing        0.05                      6           printnumber[1]  sevensegment[3]$_DFF_P_
final                       0.12                      1  sevensegment[4]$_DFF_P_          sevensegment[4]
==> routing by layer <==
metal | vias up | GRT usage (%) | wire length [um]
li1 | 198 | - | -
met1 | 143 | 4.23 | 428
met2 | 9 | 3.61 | 390
met3 | 2 | 1.14 | 100
met4 | 0 | 1.06 | 8
met5 | - | 0 | 0
==> metrics by stage <==
stage          std cells  power [mW]
2_1_floorplan         48       0.363
3_3_place_gp         109       0.451
3_5_place_dp         109       0.453
4_1_cts              113       0.670
5_1_grt              113       0.719
6_report             113       0.656
==> logic make-up (layout without fill, tap and decap cells) <==
group / Yosys count / after routing
buffers and inverters: 9 / 28
flip-flops: 7 / 7
multiplexers: 1 / 1
AND-OR/OR-AND: 14 / 14
AND/OR/NAND/NOR: 10 / 10
adder cells (fa/ha/maj): 7 / 7
==> cell type report <==
class | instances | area, um2
fillers | 383 | 2740
multi-input cells | 32 | 275
repair buffers | 18 | 154
flip-flops and latches | 7 | 140
well taps | 46 | 57.6
clock buffers | 4 | 26.3
inverters | 6 | 22.5
==> cells in the mapped netlist <==
cell type,count,area (um2)
nand2_1,3,11.3
ha_1,7,87.6
buf_2,1,5.00
nand2b_4,1,13.8
a21oi_1,6,30.0
a211oi_2,1,12.5
inv_1,6,22.5
nor3b_1,1,7.51
mux2i_1,1,10.0
nor3_1,3,15.0
a211oi_1,1,7.51
nor2b_4,1,13.8
o21ai_0,3,15.0
a21o_1,1,7.51
nor2_1,1,3.75
dfxtp_1,7,140
a31oi_1,2,12.5
buf_6,2,22.5
No activity file was given, so power comes from the tool's default toggle rates.
